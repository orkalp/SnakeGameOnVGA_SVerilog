--- design/flow/design.v ---
`timescale 1ns / 1ps
module VGAgenerator(VGA_clk, xCount, yCount, displayArea, VGA_hSync, VGA_vSync);
	input VGA_clk;
	output logic [9:0] xCount, yCount; 
	output logic displayArea, VGA_hSync, VGA_vSync;
	logic p_hSync, p_vSync; 
	integer porchHF = 640;  
	integer syncH = 656; 
	integer porchHB = 752;  
	integer maxH = 800;  
	integer porchVF = 480;  
	integer syncV = 490;  
	integer porchVB = 492;  
	integer maxV = 525;  
	always@(posedge VGA_clk)
 begin
		if(xCount == maxH)
			xCount <= 0;
		else
			xCount <= xCount + 1'b1;
	end
	always@(posedge VGA_clk)
 begin
		if(xCount == maxH)
 begin
			if(yCount == maxV)
				yCount <= 0;
			else
			yCount <= yCount + 1'b1;
		end
	end
	always@(posedge VGA_clk)
 begin
		displayArea <= ((xCount < porchHF) && (yCount < porchVF)); 
	end
	always@(posedge VGA_clk)
 begin
		p_hSync <= ((xCount >= syncH) && (xCount < porchHB)); 
		p_vSync <= ((yCount >= syncV) && (yCount < porchVB)); 
	end
	assign VGA_vSync = ~p_vSync; 
	assign VGA_hSync = ~p_hSync;
endmodule		
--- design/flow/run.sh ---
#!/bin/bash
# OpenROAD 26Q1-2900-gdf79404cd8, Yosys 0.63+post, stock flow scripts
make -C /OpenROAD-flow-scripts/flow DESIGN_CONFIG=/design/flow/config.mk WORK_HOME=/design/flow/orfs finish
--- design/flow/config.mk ---
export PLATFORM = sky130hd
export DESIGN_NAME = VGAgenerator
export DESIGN_NICKNAME = VGAgenerator
export VERILOG_FILES = /design/flow/design.v
export SDC_FILE = /design/flow/constraint.sdc
export NUM_CORES = 4
export LEC_CHECK = 1
export CORE_AREA = 10 10 97 97
export DIE_AREA = 0 0 107 107
--- design/flow/constraint.sdc ---
current_design VGAgenerator

set clk_period 3.9
set clk_io_pct 0.2

create_clock -name clk0 -period $clk_period [get_ports {VGA_clk}]

set non_clock_inputs [all_inputs -no_clocks]
set_input_delay [expr $clk_period * $clk_io_pct] -clock clk0 $non_clock_inputs
set_output_delay [expr $clk_period * $clk_io_pct] -clock clk0 [all_outputs]
==> deck_impl_summary.md <==
Physical Implementation Snapshot

GRT
  • First-pass GRT wire length: about 4.0 mm
  • Total gr overflow: 0
  • Global-route total usage across every layer: 0.04144
  • Pin count of the biggest net entering global routing: 16
  • Via count of the first global-routing pass: 794
  • Initial antenna violation count: 0

Critical path
  • Cell chain of the critical path: clkdlybuf4s50_1
  • CP max FO: 9
  • Endpoint kind of the worst setup timing path: primary output
  • Number of cells on the worst reg-to-reg path: 2
  • Gate family responsible for the most delay along the worst path: flip-flops
  • Type of element launching the critical path: register
  • Setup slack on the worst flop-to-flop path: just under 2 ns
  • Highest-delay cell along the critical path: sky130_fd_sc_hd__dfxtp_1
  • Reg2Reg Launch Point: xCount[8]
  • Crit-path max cell delay: 0.56 ns
  • Arrival @ worst endpoint: about 1.4 ns
  • Kind of critical path: reg -> out
  • Number of buffer and inverter stages on the critical path: 1
  • Crit Reg-Reg Endpoint: yCount[8]
  • Number of cells on the critical path: 1
  • Required time of the critical path: ~3.1 ns

CTS
  • Clk Tree Root Cell: sky130_fd_sc_hd__clkbuf_8
  • Post-CTS clock slew at the launch and capture registers of the worst setup and hold paths: approximately 0.08 ns
  • Post-CTS Setup Inserts: 0
  • # resized after CTS: 0
  • Clock buffers created by TritonCTS: 3
  • Hold-fix buffers at CTS: 0
  • Clk sinks: 23
  • CTS tree: yes
  • Maximum level of the CTS H-tree: 1
  • Clock insertion delay at the later pin of the skew report: 0.26 ns
  • CTS Buffer Depth: 2

Job
  • Stage-log warning count: 27
  • Max-cap violations: 0

Place
  • Setup slack at placement: 1.930 ns
  • Port Buf Inserts: 23
  • Final GP Congestion: between 0.7 and 0.8
  • Half-perimeter wire length of the detailed placement result: 1.872 mm
  • Cell count after placement: 225

Floorplan
  • Width of the chip: 107 um
  • Height of the chip: 107 um
  • Core Rows: 31
  • Core area: 0.007292 sq mm
  • Top-level port count: 24
  • Floorplan core density: 0.1495
  • Die footprint: between 0.01 and 0.015 sq mm

Final timing
  • Skew final: 0.003722 ns
  • Fmax achieved: 465.4 MHz
  • Worst slew slack as a fraction of its limit: 0.4086
  • Worst setup slack after layout: 1.751 ns
  • Setup violation total in the final timing report: 0
  • Period utilisation layout: 0.5509
  • RSZ-0062 raised after global routing: false
  • Tmin final: 2.149 ns
  • Final setup TNS: 0 ns
  • Final hold violations: 0
  • Slew at the pin closest to its max-slew limit: 0.8834 ns
  • Number of pins with negative max-slew slack in the final report: 0

Min path
  • Endpoint, Worst Hold: xCount[0]
  • Class of the tightest hold or removal check: reg -> reg
  • Hold Path Depth: 1
  • Origin of the worst min-delay path: xCount[0]

Route
  • Detailed-routing iteration count for the pre-antenna-repair pass: 4
  • Antenna diode instance count: 0
  • Starting DRC count in detailed routing: ~55
  • Number of antenna-violating nets in the routed design: 0
  • Remaining DRCs: 0
  • Via count of the routed design: ~840
  • Vias/cell: around 3.7
  • Detail-routed net length per standard cell: 10.47 um
  • Detailed-route wire length: 2.398 mm

Cells and area
  • Final Non-Filler Cells: 229
  • Share of layout cells above drive strength 1: 0.04615
  • Synth-to-layout area growth: 35.94%
  • Final design utilization: 0.2032

Logic synthesis
  • Area of the mapped netlist: roughly 0.0011 sq mm
  • Yosys stat cell total: 105
  • Mapped Cells: 105
  • Flops out of synthesis: 23
  • Post-synth cell types: 29
  • Post-synth EDFFs: 10
  • Part of the Yosys area used for sequential elements: 0.5144
  • Max-area cell share: 0.2755
  • Top area cell types: sky130_fd_sc_hd__edfxtp_1 28%, sky130_fd_sc_hd__dfxtp_1 24%, sky130_fd_sc_hd__xnor2_1 4.8%, sky130_fd_sc_hd__xor2_1 4.8%, sky130_fd_sc_hd__ha_1 4.6%
  • Warning count from the yosys run: 1
  • Top cell types by occurrence after synthesis: 13 x sky130_fd_sc_hd__dfxtp_1, 13 x sky130_fd_sc_hd__nor2_1, 10 x sky130_fd_sc_hd__edfxtp_1
  • Mapped Avg Cell Area: 10.38 sq um
  • Dominant register cell in the synthesized netlist: sky130_fd_sc_hd__dfxtp_1
  • Yosys Chip Area: about 0.0011 sq mm
  • Cell type contributing the most total cell area after synthesis: sky130_fd_sc_hd__edfxtp_1
  • Async S/R FF share, synth: 0

Status
  • Result of the run: completed

Power and ir drop
  • Peak supply drop: just over 0.0001 V
  • Pwr dens: 268.9 mW/mm^2
  • Static Leakage: 0.0005180 uW
## worst max-delay path by stage
stage | from | endpoint | slack, ns
4_1_cts | xCount[3] | xCount[3] | 1.73
6_report | xCount[3] | xCount[3] | 1.75
5_1_grt | xCount[3] | xCount[3] | 1.68
## placed cells by master (no fill, tap or decap)
cell type and instances:
sky130_fd_sc_hd__nor2b_1 1, sky130_fd_sc_hd__nor3_1 3, sky130_fd_sc_hd__or4_1 2, sky130_fd_sc_hd__nor4b_1 2, sky130_fd_sc_hd__and3_1 1, sky130_fd_sc_hd__clkinvlp_4 1, sky130_fd_sc_hd__or3b_1 1, sky130_fd_sc_hd__a21oi_1 3
sky130_fd_sc_hd__inv_1 7, sky130_fd_sc_hd__edfxtp_1 10, sky130_fd_sc_hd__xor2_1 6, sky130_fd_sc_hd__nand4bb_1 1, sky130_fd_sc_hd__clkdlybuf4s50_1 23, sky130_fd_sc_hd__nand2_1 5, sky130_fd_sc_hd__clkbuf_8 3, sky130_fd_sc_hd__or3_1 2
sky130_fd_sc_hd__dfxtp_1 13, sky130_fd_sc_hd__nand3_1 7, sky130_fd_sc_hd__a31oi_1 1, sky130_fd_sc_hd__ha_1 4, sky130_fd_sc_hd__xnor2_1 6, sky130_fd_sc_hd__and2_1 1, sky130_fd_sc_hd__nand4_2 1, sky130_fd_sc_hd__nor4b_4 1
sky130_fd_sc_hd__nand4_1 5, sky130_fd_sc_hd__and4_1 1, sky130_fd_sc_hd__o31ai_1 2, sky130_fd_sc_hd__nor2_1 13, sky130_fd_sc_hd__o21bai_1 1, sky130_fd_sc_hd__o21ai_0 3
## metrics by stage
step                cell area, sq um  power [uW]  hold slack (ns)
global route                    1481       414.6           0.5471
detailed placement              1433       254.4           0.4872
floorplan                       1090       254.4           0.4418
CTS                             1481       403.5           0.5084
global placement                1433       254.4           0.4736
finish                          1481       398.4           0.4988
## per-layer routing
metal,part of all wire,track usage
met2,0.54,0.07463
met4,0.017,0.009671
met1,0.40,0.04893
met3,0.047,0.009096
met5,0,0
## power by group
part	leakage, uW	total [uW]	internal [uW]	switching [uW]
Sequential	0.000221	249	249	0
Combinational	0.000275	0.000275	0	0
Clock	0.0000217	150	72.2	77.5
## worst reg2reg max path, delay by kind of cell (launching register included)
kind             cells  cell delay (ns)
DFF                  1             0.40
and+or+nand+nor      2             1.18
## logic make-up (layout without fill, tap and decap cells)
kind of cell / after synthesis / after routing / synth area share
xor+xnor: 12 / 12 / 0.09644
compound gates: 10 / 10 / 0.05396
simple gates: 47 / 47 / 0.2549
fa+ha+maj: 4 / 4 / 0.04593
buf+inv: 9 / 34 / 0.03445
flops: 23 / 23 / 0.5144
## registers in the layout, summed over array words and instances, names as in the netlist
name         count
yCount          10
xCount          10
p_hSync          1
displayArea      1
p_vSync          1
## area by class of cell
type | count | area, sq um
repair buffers | 23 | 230.2
inverters | 7 | 26.28
clock buffers | 3 | 41.29
multi-input cells | 73 | 491.7
fillers | 821 | 5811
flip-flops and latches | 23 | 560.5
clock inverters | 1 | 7.507
well taps | 99 | 123.9
Power is estimated from default activity; no workload was simulated.
