===== design/flow/config.mk =====
export PLATFORM = sky130hd
export DESIGN_NAME = RandomPoint
export DESIGN_NICKNAME = RandomPoint
export VERILOG_FILES = /design/flow/design.v
export SDC_FILE = /design/flow/constraint.sdc
export NUM_CORES = 4
export LEC_CHECK = 1
export CORE_UTILIZATION = 30

===== design/flow/constraint.sdc =====
current_design RandomPoint

set clk_period 2.1
set clk_io_pct 0.2

create_clock -name clk0 -period $clk_period [get_ports {VGA_clk}]

set non_clock_inputs [all_inputs -no_clocks]
set_input_delay [expr $clk_period * $clk_io_pct] -clock clk0 $non_clock_inputs
set_output_delay [expr $clk_period * $clk_io_pct] -clock clk0 [all_outputs]

===== design/flow/design.v =====
`timescale 1ns/1ps
module RandomPoint(VGA_clk, randX, randY);
	input VGA_clk;
	output reg [9:0]randX;
	output reg [8:0]randY;
	reg [5:0]pointX, pointY = 10;
	always @(posedge VGA_clk)
		pointX <= pointX + 3;	
	always @(posedge VGA_clk)
		pointY <= pointY + 1;
	always @(posedge VGA_clk)
	begin	
		if(pointX>62)
			randX <= 620;
		else if (pointX<2)
			randX <= 20;
		else
			randX <= (pointX * 10);
	end
	always @(posedge VGA_clk)
	begin	
		if(pointY>469) 
			randY <= 460;
		else if (pointY<2)
			randY <= 20;
		else
			randY <= (pointY * 10);
	end
endmodule

===== design/flow/run.sh =====
#!/bin/bash
# OpenROAD 26Q1-2900-gdf79404cd8, Yosys 0.63+post, stock flow scripts
make -C /OpenROAD-flow-scripts/flow DESIGN_CONFIG=/design/flow/config.mk WORK_HOME=/design/flow/orfs finish

==> deck_impl_summary.md <==
Implementation Results

GRT
  • Pin count of the biggest net entering global routing: 9
  • Global-route wire length before repair: 3470 um
  • GRT Residual Overflow: 0
  • Initial antenna violation count: 0
  • Vias in the first global route: 844
  • GR Util All Layers: 0.09844

Final timing
  • Tmin final: 1.973 ns
  • Slew HR: 0.6093
  • Setup TNS Final: 0 ns
  • RSZ-0062 raised after global routing: no
  • Final period util: 0.9397
  • Worst-Margin Slew: 0.5806 ns
  • # setup viols final: 0
  • Skew final: 0.004201 ns
  • Final hold viol count: 0
  • Achievable Freq: 506.7 MHz
  • Pins Over Slew Limit: 0

Critical path
  • CP max-delay cell: dfxtp_1
  • Worst setup SP type: flip-flop
  • Peak fanout along the critical path: 6
  • Crit path arrival time: 2.14 ns
  • Slowest stage delay, CP: 0.42 ns
  • Required @ worst endpoint: 2.27 ns
  • Worst Setup End Kind: flip-flop
  • Kind of critical path: reg -> reg
  • Crit-path cells: ha_1, ha_1, inv_1, fa_1, inv_1, a21o_1, a21oi_1, mux2_2
  • R2R cell count: 8

Placement
  • Dpl cells: 193
  • Gpl congestion: 0.8289
  • IO buf count: 17
  • Post-DP HPWL: 1519 um

Synthesis
  • Main area contributors: dfxtp_1, ha_1, xor2_1
  • Cell count in the Yosys report: 126
  • Post-synthesis sequential area ratio: 0.4402
  • Yosys chip area: 0.001319 sq mm
  • Distinct lib cells used: 30
  • Synth flops: 29
  • Top-count cell post-synth: dfxtp_1
  • Area leader share: 0.4402
  • Post-Syn Area: 0.001319 sq mm
  • Mean Syn Cell Area: 10.47 sq um
  • Post-synthesis async set-or-reset flop share: 0
  • Synth Instances: 126
  • Ys flop type: dfxtp_1
  • Yosys warning count: 1
  • Yosys top cell by area: dfxtp_1
  • Post-synth EDFFs: 0
  • Most common library cells after synthesis: dfxtp_1, ha_1, inv_1

Min path
  • Hold crit path type: reg -> reg
  • Worst Hold Depth: 1

Floorplan
  • Core box area: 0.004115 sq mm
  • I/O pin count: 20
  • Full die area: 0.004665 sq mm
  • Rows: 23
  • Die height: 68.30 um
  • FP Util: 0.3205
  • Die X: 68.30 um

Power and ir drop
  • Pint: 0.0007847 W
  • Reg power frac: 0.565
  • Part of the power in the clock network: 0.435
  • LEAKAGE: 0.7784 nW
  • Sw Ratio: 0.1947
  • Cell Pwr Density: 596.3 mW/mm^2
  • Worst vdd rail ir drop: 0.0003483 V
  • Logic pwr share: 0
  • NetSw: 0.0001897 W

Route
  • Vias/cell: 4.373
  • DR iter-0 viols: 21
  • DRT Pass-1 Iters: 4
  • Routed Antenna Nets: 0
  • Avg WL per Cell: 9.786 um
  • Total Routed Length: 1967 um
  • Via count: 879
  • DRC: 0
  • Ant diodes: 0

Flow run
  • Max Cap Viol: 0
  • Count of tool warnings: 26

Final layout
  • Finished Layout Cells: 201
  • Area Growth Syn to Fin: 23.91%
  • Layout cells sized above 1: 0.1192

Clock tree
  • Num CTS Buffers: 5
  • Post-CTS Setup Inserts: 0
  • CTS tree: built
  • TritonCTS Sinks: 29
  • H-tree levels: 2
  • Post-cts sizing count: 0
  • Clock tree buffer depth: 2
  • Insertion Delay late pin: 0.28 ns
  • Clock slew at reported path FFs: 0.06 ns
  • CTS root buf: clkbuf_8
  • Hold_buf cts: 0

Status
  • Status: complete, no violations
[critical path, delay by kind of cell, from the launching register on]
family                     cells  cell delay (ns)
AOI/OAI and AO/OA              2             0.32
DFF                            1             0.42
buffers and inverters          2             0.12
adders and majority gates      3             0.67
muxes                          1             0.34
[flip-flops by register name (all words and copies together) (netlist names)]
signal,count
pointX,6
pointY,6
randX,9
randY,8
[layer usage]
layer	global-route usage	wire length [um]	vias up
li1	-	-	461
met4	0.01823	50	0
met3	0.03378	118	8
met1	0.1291	935	391
met2	0.1593	863	19
met5	0	0	-
[cell families after synthesis]
family                   share of synthesized area
other                                     0.002844
AND/OR/NAND/NOR                             0.1262
multiplexers                              0.008538
AND-OR/OR-AND                              0.07401
XOR/XNOR                                   0.08634
adder cells (fa/ha/maj)                     0.2106
buffers and inverters                      0.05123
flip-flops                                  0.4402
[cells in the final DEF (no fill, tap or decap), drive strengths merged, types with 3 or more instances in the layout]
cell and instances:
clkbuf 8, inv 13, dfxtp 29, a21o 3, a21oi 4, ha 19, or2 3, o21ai 5
xnor2 6, nor2 13, nand3 3, xor2 7, clkdlybuf4s50 17
[cell type report]
type | count | area [sq um]
Inverter | 13 | 48.80
Sequential cell | 29 | 583.1
Multi-Input combinational cell | 82 | 674.4
Fill cell | 389 | 2481
Clock buffer | 8 | 80.08
Timing Repair Buffer | 19 | 185.2
Tap cell | 50 | 62.56
[power groups by stage]
stage         Clock [W]  Combinational (W)  Sequential (W)
finish         0.000424        0.000000102        0.000550
global route   0.000468        0.000000263        0.000550
CTS            0.000440        0.000000172        0.000550
[metrics by stage]
step	setup WS, ns	util	area (sq um)	hold slack, ns	power (W)
2_1_floorplan	0.2161	-	1323	0.4129	0.0005649
3_3_place_gp	0.1459	0.3770	1551	0.4416	0.0005625
3_5_place_dp	0.09203	0.3770	1551	0.4468	0.0005624
4_1_cts	0.07861	0.3965	1632	0.4599	0.0009905
5_1_grt	0.01764	0.3971	1634	0.5072	0.001018
6_report	0.1266	0.3971	1634	0.4646	0.0009745
[worst paths after layout]
| check | endpoint | start | slack [ns] |
|---|---|---|---|
| max | randY[8]$_SDFF_PN0_ | pointY[1]$_DFF_P_ | 0.13 |
| min | pointY[0]$_DFF_P_ | pointY[0]$_DFF_P_ | 0.46 |
| max reg2reg | randY[8]$_SDFF_PN0_ | pointY[1]$_DFF_P_ | 0.13 |
| min reg2reg | pointY[0]$_DFF_P_ | pointY[0]$_DFF_P_ | 0.46 |
Power figures rest on the tool's default switching activity, not on a simulated workload.
