===== run.sh =====
#!/bin/bash
# OpenROAD 26Q1-2900-gdf79404cd8, Yosys 0.63+post, stock flow scripts
make -C /OpenROAD-flow-scripts/flow DESIGN_CONFIG=/design/flow/config.mk WORK_HOME=/design/flow/orfs finish

===== config.mk =====
export PLATFORM = sky130hd
export DESIGN_NAME = ClockDivider
export DESIGN_NICKNAME = ClockDivider
export VERILOG_FILES = /design/flow/design.v
export SDC_FILE = /design/flow/constraint.sdc
export NUM_CORES = 4
export LEC_CHECK = 1
export CORE_UTILIZATION = 30

===== constraint.sdc =====
current_design ClockDivider

set clk_period 4.7
set clk_io_pct 0.2

create_clock -name clk0 -period $clk_period [get_ports {clk}]

set non_clock_inputs [all_inputs -no_clocks]
set_input_delay [expr $clk_period * $clk_io_pct] -clock clk0 $non_clock_inputs
set_output_delay [expr $clk_period * $clk_io_pct] -clock clk0 [all_outputs]

===== design.v =====
module ClockDivider(input logic clk, output logic VGA_clk);
    integer check = 4;
    integer a = 0;
	always@(posedge clk)
 begin 
        if(a<check) begin
            a <= a + 1;
            VGA_clk <= 0;
        end
        else begin
            a <= 0;
            VGA_clk <= 1;
        end
	end
endmodule

==> flow_metrics.py <==
# Generated from Yosys and OpenROAD reports
metrics = {
    "global_route": {
        "gr-total-overflow": 0,
        "grt_pass1_wl_um": 5220,
        "antenna_found_initial": 0,
        "grt_pass1_vias": 1132,
        "grt_usage_pct": 12.4,
        "grt_max_degree": 18,
    },
    "final_timing": {
        "timing.slew.headroom_pct": 50.9,
        "finalHoldViolations": 0,
        "rsz0062_at_grt": "false",
        "worst_slack_ns": 2.46,
        "period_needed_ns": 2.24,
        "worst_clock_skew_ns": 0.00872,
        "setup_tns_ns": 0,
        "setup_viol": 0,
        "period_used_pct": 47.6,
        "slew_violations": 0,
        "worst_pin_slew_ns": 0.737,
        "fmax_ghz": 0.447,
    },
    "floorplan": {
        "rows": 25,
        "die_area_um2": 5430,
        "floorplan.die.height_um": 73.7,
        "initial_core_util_pct": 31.8,
        "core_um2": 4850,
        "io-pin-count": 2,
        "die_w_um": 73.7,
    },
    "logic_synthesis": {
        "synth.distinct_cells": 28,
        "ys_top_logic_family": "simple AND/OR/NAND/NOR gates",
        "syn_inst": 177,
        "synthAdderAreaFrac_pct": 0.811,
        "synthAoiAreaFrac_pct": 14.0,
        "yosysCellCount": 177,
        "xor_share_pct": 6.81,
        "ys.warnings.count": 1,
        "numSynthFlops": 33,
        "yosysChipArea_um2": 1540,
        "syn_area_um2": 1540,
        "ys_seq_share_pct": 42.8,
        "ys_sh_mux_pct": 0,
        "syn_area_per_cell_um2": 8.72,
        "simple_gate_area_share_pct": 32.2,
    },
    "setup_path": {
        "slowest_stage": "or4_1",
        "slowest_delay_ns": 0.79,
        "crit_top_cell": "or4_1",
        "criticalPathCategory": "reg2reg",
        "worstPathArrival_ns": 2.45,
        "startpoint_type": "flip-flop",
        "reg2reg_slack_ns": 2.46,
        "crit_required_ns": 4.91,
        "endpoint_kind": "flip-flop",
        "critPathLaunch": "a[2]$_SDFF_PN0_",
        "r2r.worst_path.cells": 4,
        "path_cells": "nand3_2, or4_1, or4_1, a21oi_1",
        "r2r_start": "a[2]$_SDFF_PN0_",
        "worstPathMaxFanout": 17,
    },
    "min_path": {
        "hold_path.class": "reg2reg",
        "min-delay-start": "a[0]$_SDFF_PN0_",
        "whs_path_depth": 1,
    },
    "clock_tree": {
        "cts_tree": "done",
        "worstSkewPairLatency_ns": 0.28,
        "clk_pin_slew_ns": 0.07,
        "clockBufferDepth": 2,
        "cts_root_buf": "clkbuf_8",
        "cts_resized": 0,
        "hold_buffers": 0,
        "cts.sinks": 33,
        "cts_buffers": 5,
        "htree_levels": 2,
        "postCtsSetupRepairBufs": 0,
    },
    "power_and_ir_drop": {
        "switching_share_pct": 19.6,
        "vdd_drop_max_mv": 0.167,
        "p_leak_nw": 0.644,
        "seqPwrFrac_pct": 54.6,
        "clkPwrFrac_pct": 45.4,
        "p_per_area_nw_per_um2": 298,
        "power.internal_w": 0.000412,
        "combPwrFrac_pct": 0,
        "p_switching_w": 0.000101,
    },
    "placement": {
        "placed_cells": 239,
        "port_buffers": 1,
        "gp_congestion": 0.817,
        "hpwl_um": 2060,
        "pre_cts_slack_ns": 2.49,
    },
    "run": {
        "openroad.warnings": 25,
        "maxCapViolCount": 0,
    },
    "routing": {
        "ant_nets": 0,
        "drcViolationCount": 0,
        "via_per_inst": 5.10,
        "drt_first_pass_iters": 5,
        "antennaDiodeCount": 0,
        "drt-initial-drc-count": 73,
        "num_vias": 1259,
        "drt_wl_total_um": 2970,
        "wire_per_inst_um": 12.0,
    },
    "finish": {
        "regArea_um2": 661,
        "fillers": 489,
        "drive_gt1_share_pct": 7.78,
        "fin_cells": 247,
        "mi_logic_area_um2": 838,
        "syn_to_final_growth_pct": 11.3,
    },
    "run_status": {
        "status": "complete, no violations",
    },
}
[per-stage QoR]
| step | hold WS [ns] | cell area, µm² | utilization, % | total power (W) |
|---|---|---|---|---|
| final | 0.464 | 1720 | 35.4 | 0.000512 |
| after global routing | 0.496 | 1720 | 35.4 | 0.000532 |
| after CTS | 0.468 | 1720 | 35.4 | 0.000519 |
| after detailed placement | 0.452 | 1620 | 33.3 | 0.000286 |
| after global placement | 0.453 | 1620 | 33.3 | 0.000286 |
| after floorplan | 0.429 | 1540 | - | 0.000286 |
[cells by family (layout without fill, tap and decap cells)]
family                   Yosys count  after routing
buffers and inverters             11             14
XOR/XNOR                          12             12
adder cells (fa/ha/maj)            1              1
AND/OR/NAND/NOR                   84             84
flip-flops                        33             33
AND-OR/OR-AND                     36             36
[power groups by stage]
stage | combinational (W) | sequential (W) | clock [W]
finish | 0.000000000324 | 0.000280 | 0.000233
CTS | 0.000000000324 | 0.000279 | 0.000240
global route | 0.000000000324 | 0.000279 | 0.000253
[cell usage after synthesis (all sizes together)]
library cell / number / area [µm²]
nor2b: 1 / 6.26
a41oi: 1 / 8.76
and3: 1 / 6.26
o21ai: 8 / 40.0
dfxtp: 33 / 661
o31a: 2 / 17.5
clkbuf: 4 / 15.0
o21ba: 1 / 10.0
ha: 1 / 12.5
nor4: 8 / 50.1
or3: 8 / 50.1
nand3: 11 / 60.1
a21oi: 16 / 80.1
nor3: 5 / 25.0
o31ai: 8 / 60.1
buf: 3 / 21.3
or4: 12 / 93.8
and4: 6 / 52.6
nand4: 7 / 58.8
xnor2: 10 / 87.6
xor2: 2 / 17.5
inv: 4 / 15.0
nor2: 15 / 56.3
nand2: 10 / 37.5
[registers in the layout, indices dropped and copies added, names as in the netlist]
register,flops
a,32
VGA_clk,1
[worst paths after layout]
path,endpoint
max reg2reg,a[29]$_SDFF_PN0_
min reg2reg,a[0]$_SDFF_PN0_
min,a[0]$_SDFF_PN0_
max,a[29]$_SDFF_PN0_
[metal layers]
metal / share of wire, % / GRT usage (%)
met2: 41 / 17.7
met1: 56 / 19.5
met3: 2.9 / 3.61
met5: 0 / 0
met4: 0.34 / 1.07
[final cells by class]
cell class / instances / share of cell area (%)
Multi-Input combinational cell: 133 / 48.8
Clock inverter: 1 / 0.292
Sequential cell: 33 / 38.5
Inverter: 4 / 0.875
Timing Repair Buffer: 2 / 1.02
Tap cell: 67 / 4.88
Clock buffer: 7 / 5.61
[critical path, delay by kind of cell, from the launching register on]
kind | cells | cell delay, ns
flops | 1 | 0.45
simple gates | 3 | 1.57
compound gates | 1 | 0.14
[cell usage in the layout, fill, tap and decap left out]
| master | synthesis | layout |
|---|---|---|
| nand4_4 | 1 | 1 |
| a21oi_1 | 16 | 16 |
| clkdlybuf4s50_1 | 0 | 1 |
| nand3_2 | 1 | 1 |
| nor2_1 | 15 | 15 |
| a41oi_2 | 0 | 1 |
| nand4_1 | 6 | 6 |
| nand2_1 | 10 | 10 |
| buf_4 | 0 | 1 |
| clkbuf_8 | 0 | 7 |
| dfxtp_1 | 33 | 33 |
| nand3_1 | 10 | 10 |
| o31ai_1 | 8 | 8 |
| or4_1 | 11 | 11 |
| nor2b_1 | 1 | 1 |
| and3_1 | 1 | 1 |
| ha_1 | 1 | 1 |
| nor3_1 | 5 | 5 |
| o21ai_0 | 8 | 8 |
| or4_4 | 1 | 1 |
| xnor2_1 | 10 | 10 |
| clkinv_2 | 0 | 1 |
| xor2_1 | 2 | 2 |
| or3_1 | 8 | 8 |
| inv_1 | 4 | 4 |
| o21ba_2 | 1 | 1 |
| o31a_1 | 2 | 2 |
| and4_1 | 6 | 6 |
| nor4_1 | 8 | 8 |
Power is estimated from default activity; no workload was simulated.
